`design.v`:
```
module MUX32_2to1(a0, a1, sel, out);
   input [31:0] a0, a1;
   input 	sel;
   output [31:0] out;
   reg [31:0] 	 out;
   always @(a0 or a1 or sel)
      if (sel == 0) out = a0;
      else          out = a1;
endmodule  
module MUX32_3to1(a0, a1, a2, sel, out);
   input [31:0] a0, a1, a2;
   input [1:0] 	sel;
   output [31:0] out;
   reg [31:0] 	 out;
   always @(a0 or a1 or a2 or sel)
      if (sel == 0) out = a0;
      else if (sel == 1) out = a1;
	   else out = a2;
endmodule  
module MUX5_2to1(a0, a1, sel, out);
   input [4:0]  a0, a1;
   input 	sel;
   output [4:0] out;
   reg [4:0] 	out;
   always @(a0 or a1 or sel)
      if (sel == 0) out = a0;
      else          out = a1;
endmodule  
module MUX_2to1(a0, a1, sel, out);
   input  a0, a1;
   input 	sel;
   output reg out;
   always @(a0 or a1 or sel)
      if (sel == 0) out = a0;
      else          out = a1;
endmodule  
```
`run.sh`:
```
#!/bin/bash
# OpenROAD 26Q1-2900-gdf79404cd8, Yosys 0.63+post, stock flow scripts
make -C /OpenROAD-flow-scripts/flow DESIGN_CONFIG=/design/flow/config.mk WORK_HOME=/design/flow/orfs finish
```
`config.mk`:
```
export PLATFORM = sky130hd
export DESIGN_NAME = MUX32_3to1
export DESIGN_NICKNAME = MUX32_3to1
export VERILOG_FILES = /design/flow/design.v
export SDC_FILE = /design/flow/constraint.sdc
export NUM_CORES = 4
export LEC_CHECK = 1
export CORE_AREA = 10 10 78 78
export DIE_AREA = 0 0 88 88
```
`constraint.sdc`:
```
current_design MUX32_3to1

set clk_period 3.2
set clk_io_pct 0.2

create_clock -name clk0 -period $clk_period

set non_clock_inputs [all_inputs -no_clocks]
set_input_delay [expr $clk_period * $clk_io_pct] -clock clk0 $non_clock_inputs
set_output_delay [expr $clk_period * $clk_io_pct] -clock clk0 [all_outputs]
```
==> out/qor.txt <==
Tool warnings: 32
Final Util: 45.3%
Final hold viol count: 0
Final period utilization: 78.9%
Post-route setup TNS: 0 ns
Crit path DRT: 2.56 ns
Post_cts resized: 0
Core footprint: 0.00441 mm^2
Crit Path Max Fanout: 26
Vias in the first global route: 1170
Worst-margin pin slew: 0.303 ns
Distinct cell type count after synthesis: 8
Hold WC Path Type: input port to output port
DP HPWL: 3790 um
Final min period: 2.52 ns
Drt total wl: 4240 um
Clk_buf instances: 0
Die X: 88 um
Largest net degree at the start of global routing: 33
Max Slew Vio Count: 0
Mapped Avg Cell Area: 6.68 um^2
# hold bufs at CTS: 0
Clk pwr share: 0%
Power per cell area: 129 mW/mm^2
Pint: 0.194 mW
Setup slack after placement: 0.644 ns
DP Area: 0.00200 mm^2
GRT overflow: 0
Synthesized area: 714 um^2
Post-synthesis instance total: 107
Worst path cell trace: buf_2 -> buf_4 -> nand2_1 -> o21ai_1 -> clkdlybuf4s50_1
Endpoint type of the worst setup path: output port
ANT cells: 0
Placer Congestion: 0.780
Final instance area: 0.00200 mm^2
Drt drc: 0
# port buffers: 130
YS chip area: 714 um^2
Initial antenna violation count: 0
Via count: 1154
Net Sw Frac: 25.0%
Die Area: 0.00774 mm^2
Yosys cell count: 107
FP Rows: 24
Ys Warns: 1
Non-Filler Instances: 281
Area Overhead vs Synth: 180%
Max-cap violation count: 0
Slowest CP cell: clkdlybuf4s50_1
Power Total: 0.258 mW
Comb power frac: 100.0%
Crit start category: input port
Flop pwr share: 0%
# setup viols final: 0
CP arrival: 1.88 ns
Crit-path leading delay family: buffers and inverters
Status: complete, no violations
Final WS setup: 0.675 ns
Layout cell share with drive strength beyond 1: 3.06%
Post-route ant nets: 0
Via/cell ratio: 4.11
Initial drt markers: 24
Seq. cell area: 0 um^2
Crit-path max cell delay: 0.49 ns
Flops: 0
RSZ-0062 raised after global routing: false
Worst path bufs/invs: 3
Relative slew margins: 79.8%
IO Pins: 130
Synth Seq Share: 0%
GRT Total Usage: 10.2%
Wire length per cell: 15.1 um
Global-route wire length before repair: 6480 um
Hold Slack: 2.03 ns
Max Fclk: 396 MHz
Leak: 0.831 nW
Cell count after placement: 281
Worst vdd ir: 0.0000567 V
Worst Path Class, Setup: input port to output port
Drt pass-1 iters: 3
Net Switching: 0.0647 mW
FP Core Util: 16.2%
Setup Buffers After CTS: 0
DIE HEIGHT: 88 um
==> cells in the final DEF, fill, tap and decap left out, drive strengths merged <==
cell type | synthesis | layout
clkdlybuf4s50 | 0 | 128
o21ai | 32 | 32
mux2i | 32 | 32
buf | 11 | 5
nand2 | 32 | 32
==> kinds of logic after synthesis <==
kind of cell	Yosys count	share of synthesized area, %
muxes	32	44.8
and+or+nand+nor	32	16.8
AOI/OAI and AO/OA	32	23.5
buffers and inverters	11	14.9
==> synth_stat cells (all sizes together) <==
cell type	count	area (um^2)
mux2i	32	320
o21ai	32	168
buf	11	106
nand2	32	120
==> final timing paths <==
path,start,end,slack [ns],depth (start not counted)
worst max-delay path,sel[1],out[30],0.68,5
worst min-delay path,sel[1],out[18],2.03,4
==> power groups by stage <==
stage	Combinational [mW]	Clock [mW]	Sequential (mW)
after CTS	0.264	0	0
after global routing	0.284	0	0
final	0.258	0	0
==> area by class of cell <==
| cell class | count | area (um^2) |
|---|---|---|
| Multi-Input combinational cell | 96 | 608 |
| Fill cell | 430 | 2410 |
| Timing Repair Buffer | 133 | 1330 |
| Tap cell | 52 | 65.1 |
==> metal layers <==
layer / GRT usage [%] / wire [um] / vias to the layer above
li1: - / - / 624
met1: 11.8 / 1590 / 466
met2: 18.5 / 2110 / 64
met3: 3.74 / 537 / 0
met4: 0 / 0 / 0
met5: 0 / 0 / -
Power figures rest on the tool's default switching activity, not on a simulated workload.
