$ cat ./run.sh
#!/bin/bash
# OpenROAD 26Q1-2900-gdf79404cd8, Yosys 0.63+post, stock flow scripts
make -C /OpenROAD-flow-scripts/flow DESIGN_CONFIG=/design/flow/config.mk WORK_HOME=/design/flow/orfs finish
$ cat ./config.mk
export PLATFORM = sky130hd
export DESIGN_NAME = ControlUnit
export DESIGN_NICKNAME = ControlUnit
export VERILOG_FILES = /design/flow/design.v
export SDC_FILE = /design/flow/constraint.sdc
export NUM_CORES = 4
export LEC_CHECK = 1
export CORE_AREA = 10 10 70 70
export DIE_AREA = 0 0 80 80
$ cat ./constraint.sdc
current_design ControlUnit

set clk_period 2.0
set clk_io_pct 0.2

create_clock -name clk0 -period $clk_period

set non_clock_inputs [all_inputs -no_clocks]
set_input_delay [expr $clk_period * $clk_io_pct] -clock clk0 $non_clock_inputs
set_output_delay [expr $clk_period * $clk_io_pct] -clock clk0 [all_outputs]
$ cat ./design.v
module ControlUnit(
output RegDst, 
output ALUSrc, 
output MemtoReg, 
output RegWrite, 
output MemRead, 
output MemWrite, 
output Branch, 
output Jump, 
output SignExtend, 
output reg [3:0] ALUOp, 
input [5:0] IR,
output BEQ
);
assign RegDst=((~IR[0])*(~IR[1])*(~IR[2])*(~IR[3])*(~IR[4])*(~IR[5]));
assign ALUSrc=((IR[0])*(IR[1])*(~IR[2])*(~IR[4])*(IR[5]))|((~IR[0])*(~IR[1])*(~IR[2])*(IR[3])*(~IR[4])*(~IR[5]))|((IR[0])*(~IR[1])*(~IR[2])*(IR[3])*(~IR[4])*(~IR[5]))|((~IR[1])*(IR[2])*(IR[3])*(~IR[4])*(~IR[5]))|((~IR[0])*(IR[1])*(IR[2])*(IR[3])*(~IR[4])*(~IR[5]))|((~IR[0])*(IR[1])*(~IR[2])*(IR[3])*(~IR[4])*(~IR[5]))|((IR[0])*(~IR[1])*(~IR[2])*(IR[3])*(~IR[4])*(~IR[5]))|((IR[0])*(IR[1])*(~IR[2])*(IR[3])*(~IR[4])*(~IR[5]));
assign MemtoReg=((IR[0])*(IR[1])*(~IR[2])*(~IR[3])*(~IR[4])*(IR[5]));
assign RegWrite=((~IR[0])*(~IR[1])*(~IR[2])*(~IR[3])*(~IR[4])*(~IR[5]))|((IR[0])*(IR[1])*(~IR[2])*(~IR[3])*(~IR[4])*(IR[5]))|((~IR[1])*(~IR[2])*(IR[3])*(~IR[4])*(~IR[5]))|((IR[1])*(~IR[2])*(IR[3])*(~IR[4])*(~IR[5]))|((~IR[1])*(IR[2])*(IR[3])*(~IR[4])*(~IR[5]))|((~IR[0])*(IR[1])*(IR[2])*(IR[3])*(~IR[4])*(~IR[5]));
assign MemRead=((IR[0])*(IR[1])*(~IR[2])*(~IR[3])*(~IR[4])*(IR[5]));
assign MemWrite=((IR[0])*(IR[1])*(~IR[2])*(IR[3])*(~IR[4])*(IR[5]));
assign Branch=((~IR[1])*(IR[2])*(~IR[3])*(~IR[4])*(~IR[5]));
assign BEQ=((~IR[0])*(~IR[1])*(IR[2])*(~IR[3])*(~IR[4])*(~IR[5]));
assign Jump=((~IR[0])*(IR[1])*(~IR[2])*(~IR[3])*(~IR[4])*(~IR[5]));
	always@(IR)
    begin
        case(IR)
            6'b000000 :ALUOp = 4'b1111; 
            6'b100011 :ALUOp = 4'b1110;  
            6'b101011 :ALUOp = 4'b1110;  
            6'b001000 :ALUOp = 4'b0111;   
            6'b001001 :ALUOp = 4'b0001;    
            6'b001010 :ALUOp = 4'b1010;   
            6'b001011 :ALUOp = 4'b1011;  
            6'b001100 :ALUOp = 4'b0100;   
            6'b001101 :ALUOp = 4'b0101;    
            6'b001110 :ALUOp = 4'b0110;   
            6'b000100 :ALUOp = 4'b1000;   
            6'b000101 :ALUOp = 4'b1000;  
        default: ALUOp = 4'b0000;
        endcase
    end
endmodule
==> flow_summary.yaml <==
# flow metrics
power_and_ir_drop:
  switching_share_pct: 45.1
  irDropWorstVdd_mv: 0.0587
  power_switching_mw: 0.0485
  pwr-share-clk_pct: 0
  combPwrFrac_pct: 100.0
  fin_total_pwr_mw: 0.107
  seq_power_share_pct: 0
  power_density_nw_per_um2: 150
  cell_internal_pwr_mw: 0.0589
  power.leakage_nw: 0.332
routing:
  ant_nets: 0
  drtIter0Drc: 11
  diodes: 0
  wl_per_cell_um: 10.8
  wirelength_um: 1300
  vias_per_cell: 3.62
  drc: 0
  drtPass1Iterations: 3
  vias: 434
synthesis:
  synth_adder_area_share_pct: 0
  syn_area_sq_um: 288
  yosys-stat-area_sq_um: 288
  ys_sh_aoi_pct: 23.9
  area_leaders: "buf_4 7.8%, o211ai_1 7.8%, a21oi_1 5.2%"
  yosys_warnings: 2
  synth_area_per_cell_sq_um: 6.54
  yosysUniqueCellTypes: 27
  ys_sh_xor_pct: 0
  top_logic_kind: "simple AND/OR/NAND/NOR gates"
  yosysSeqAreaShare_pct: 0
  postSynthCellCount: 44
  synth.cellmix.simpleShare_pct: 50.4
  top_area_cell: "buf_4"
  ys_sh_mux_pct: 3.48
  top_area_share_pct: 7.83
  ys_cells: 44
finish:
  fin_cells: 120
  ff_latch_area_sq_um: 0
  post_route_cells_drive_above_1_share_pct: 60.8
  final_area_sq_um: 718
  nClkBuffers: 0
  ff_count: 0
  area_growth_pct: 150
placed_design:
  postPlaceCellArea_sq_um: 592
  place_ws_ns: -0.577
  dp_cells: 116
  io_buffer_count: 19
  dp_hpwl_um: 1010
  gp_congestion: 0.763
critical_path:
  cp-start-kind: "primary input"
  critPathArrivalTime_ns: 1.55
  critPathMaxFanout: 4
  required_ns: 1.60
  cp-end-kind: "output port"
  critPathKind: "in2out"
sta:
  period_used_pct: 97.5
  finalSetupTns_ns: 0
  max_freq_mhz: 513
  min_period_ns: 1.95
  hold_viol_final: 0
  final-setup-viol-count: 0
  fin_ws_ns: 0.0502
  slew_violations: 0
floorplan:
  ios: 20
  core_sq_um: 3420
  die_h_um: 80
  fp_util_pct: 8.42
  chipWidth_um: 80
  rows: 21
  dieArea_sq_um: 6400
global_route:
  grt_pass1_wl_um: 2090
  grt_max_degree: 10
  grt_usage_pct: 3.83
  antenna_found_initial: 0
  grt_overflow_total: 0
  first_global_vias: 425
status:
  outcome: "finished, final reports clean"
run:
  cap_violations: 0
  tool_warnings: 33
min_path:
  hp-class: "in2out"
cts:
  hold_buffers: 0
==> cell families after synthesis <==
family                 count (synthesis)
AND/OR/NAND/NOR                       22
AND-OR/OR-AND                         10
buffers and inverters                 10
multiplexers                           1
other                                  1
==> layout by cell type, fill, tap and decap left out, types with 2 or more instances in the layout <==
cell	instances
clkbuf_4	3
or3_4	3
nor2_2	2
a21oi_2	2
dlygate4sd2_1	7
o211ai_1	3
buf_4	17
inv_1	3
nor4_2	2
clkdlybuf4s50_1	2
dlymetal6s2s_1	2
buf_6	4
==> metrics by stage <==
step	util, %	hold WS [ns]
4_1_cts	19.7	1.23
2_1_floorplan	-	0.829
5_1_grt	21.0	1.25
3_3_place_gp	17.3	1.90
6_report	21.0	1.23
3_5_place_dp	17.3	1.90
==> routing by layer <==
metal / up-vias / wire length [um] / track usage (%)
li1: 221 / - / -
met1: 203 / 628 / 5.34
met2: 10 / 619 / 6.42
met3: 0 / 48 / 0.568
met4: 0 / 0 / 0
met5: - / 0 / 0
==> path summary, 6_finish.rpt <==
check,start,to,slack [ns],cells past startpoint
setup / recovery,IR[2],MemWrite,0.05,4
hold / removal,IR[1],BEQ,1.23,4
==> layout make-up <==
type / instances / area (sq um)
Inverter: 3 / 11.3
Timing Repair Buffer: 37 / 317
Multi-Input combinational cell: 34 / 333
Tap cell: 46 / 57.6
Fill cell: 375 / 2700
==> power by group through the flow <==
| stage | Combinational (mW) | Clock (mW) | Sequential (mW) |
|---|---|---|---|
| global route | 0.118 | 0 | 0 |
| finish | 0.107 | 0 | 0 |
| CTS | 0.100 | 0 | 0 |
==> timing repair <==
item                       4_1_cts  5_1_grt
pin swaps                        5        3
resized                         56       13
setup buffers                    3        1
setup endpoints to repair       13        5
==> critical path, cell delays in order <==
cell and delay (ns):
buf_6 0.10, nand4b_1 0.31, nor3b_2 0.24, clkdlybuf4s50_1 0.50
Power is estimated from default activity; no workload was simulated.
