`design/flow/config.mk`:
```
export PLATFORM = sky130hd
export DESIGN_NAME = PC
export DESIGN_NICKNAME = PC
export VERILOG_FILES = /design/flow/design.v
export SDC_FILE = /design/flow/constraint.sdc
export NUM_CORES = 4
export LEC_CHECK = 1
export CORE_UTILIZATION = 50
```
`design/flow/constraint.sdc`:
```
current_design PC

set clk_period 7.9
set clk_io_pct 0.2

create_clock -name clk0 -period $clk_period [get_ports {CLK}]

set non_clock_inputs [all_inputs -no_clocks]
set_input_delay [expr $clk_period * $clk_io_pct] -clock clk0 $non_clock_inputs
set_output_delay [expr $clk_period * $clk_io_pct] -clock clk0 [all_outputs]
```
`design/flow/design.v`:
```
module  PC(next, current, Reset_l, firstPC, CLK,branch,brAddr,Jump);
	output reg [31:0] next;
	input [31:0] current, firstPC,brAddr;
	input Reset_l,branch,Jump;
	input CLK;
	always @(negedge CLK)
	begin
 	if (Reset_l==1)
	next<=firstPC;
	else if(branch==1)
	next<=brAddr+32'd4;
    else if(Jump==1)
    next<=brAddr;
	else
 	next<= current+32'd4;
end
endmodule
```
`design/flow/run.sh`:
```
#!/bin/bash
# OpenROAD 26Q1-2900-gdf79404cd8, Yosys 0.63+post, stock flow scripts
make -C /OpenROAD-flow-scripts/flow DESIGN_CONFIG=/design/flow/config.mk WORK_HOME=/design/flow/orfs finish
```
==> impl_metrics.ini <==
; flow metrics
[status]
status = complete, no violations

[cts]
htreeDepth = 2
clock_path_buffers = 2
post_cts_buffers = 0
clkTransAtPathRegs_ps = 40
post_cts_resized = 0
ctsHoldBuffers = 0
cts-root-buf = clkbuf_8
numClockSinks = 32
cts_buffers = 5
tritoncts = done

[final_timing]
hold_slack_ps = 5610
worst_slew_pin_slew_ps = 497
finalSetupViolations = 0
finalSetupTns_ps = 0
rsz0062_at_grt = false
drv_slew = 0
slew_headroom = 0.666
hold_viol = 0

[power]
p_sw_w = 0.000202
p_per_area_mw_per_mm2 = 142
internal-power_w = 0.000423
power_frac_seq = 0.292
pwr-share-comb = 0.268
swShare = 0.323
peakVddDrop_v = 0.000101
power_w = 0.000625
clkPwrFrac = 0.439
power_leakage_nw = 1.66

[logic_synthesis]
ys.flop_type = dfxtp_1
syn_avg_cell_area_um2 = 7.35
yosys.area.top_type_share = 0.230
netlist_area_mm2 = 0.00278
async_reset_ff_frac = 0
ys_ff = 32
yosysChipArea_mm2 = 0.00278
edf_count = 0
ys_seq_share = 0.230
yosys_cells = 378
topCellsByArea = dfxtp_1, nand2_1, xnor2_1, o21ai_0, nand4_1
synth_area_leader_cell = dfxtp_1
synth_cells = 378
synth_cell_types = 57
yosys_warnings = 1

[critical_path]
cp-start-kind = input pin
crit_required_ps = 4160
cp.arrival_ps = 3630
crit_type = input pin to register
cp-end-kind = register
path_max_fanout = 8

[finish]
largest_register_ffs = 32
design_area_mm2 = 0.00440
utilization = 0.840
largestRegisters = next (32)
syn_to_final_growth_pct = 58.2
largest-register = next
drive_above_1_share = 0.0654

[worst_hold_path]
min_path_type = input pin to register

[floorplanning]
fp.dieH_um = 76.6
fp_util = 0.531
die_area_mm2 = 0.00586
rows = 26
io_pins = 132
chipWidth_um = 76.6
coreArea_mm2 = 0.00524

[placement]
gp_congestion = 0.938
io_buffers = 131
placed_cell_area_mm2 = 0.00415
place.detailed.hpwl_mm = 7.45

[detailed_routing]
drt-initial-drc-count = 234
wl_per_cell_um = 17.1
diodes = 0
ant_nets = 0
drc_errors = 0
vias_per_cell = 5.94
num_vias = 3595
wl_mm = 10.4
drt-pass1-iter-count = 5

[global_routing]
grt_usage = 0.365
grt_max_degree = 36
grt_pass1_vias = 3343
grt_pass1_wl_mm = 16.6
gr-total-overflow = 0
grt_antenna_before_repair = 0

[job]
drv_cap = 0
warnings = 59
[per-layer routing]
metal / global-route usage / vias to the layer above / wire (µm)
li1: - / 1738 / -
met1: 0.528 / 1604 / 4510
met2: 0.538 / 234 / 4560
met3: 0.108 / 19 / 1150
met4: 0.0942 / 0 / 144
met5: 0 / - / 0
[cells in the mapped netlist, types with 4 or more instances]
master,number
o211ai_1,9
inv_1,7
nand2_1,54
xor2_1,10
clkbuf_1,14
a31o_1,8
o31ai_1,12
nor2_1,23
buf_1,4
a21oi_1,16
o21ai_1,5
nor3_1,15
o31a_1,6
nand4_1,15
or4_1,8
nor4_1,11
xnor2_1,18
and4_1,5
dfxtp_1,32
mux2i_1,6
nand3_1,18
o21ai_0,24
[worst paths after layout]
| path | from | end | slack (ps) | depth (start not counted) |
|---|---|---|---|---|
| setup / recovery | brAddr[2] | next[26]$_DFF_N_ | 530 | 8 |
| hold / removal | Reset_l | next[18]$_DFF_N_ | 5610 | 3 |
[stage by stage]
stage	worst slack [ps]	std cells
after floorplan	804	378
after detailed placement	222	566
final	532	605
after global placement	263	566
after global routing	435	605
after CTS	584	605
[critical path, cell delays in order]
cell,delay (ps)
clkdlybuf4s50_1,570
ha_1,230
nand3_2,200
or2_1,300
buf_4,170
o31a_1,270
o21ai_1,200
o211ai_1,120
[layout by cell type (no fill, tap or decap), drive strengths merged, types with 6 or more instances in the layout]
cell	n
nor2	23
nand4	19
xnor2	19
nor3	15
nand3	19
a21oi	16
o31ai	12
o21ai	29
xor2	10
buf	11
dfxtp	32
mux2i	6
nand2	54
o31a	6
nor4	14
a31o	9
or4	9
inv	38
clkdlybuf4s50	130
o211ai	10
[layout make-up]
cell class	instances	area (µm²)
sequential	32	641
clock inverter	35	185
tap	70	87.6
timing repair buffer	141	1380
clock buffer	5	68.8
inverter	7	26.3
fill	295	840
multi-input combinational	315	2010
[power groups by stage]
stage | Combinational (W) | Clock [W] | Sequential, W
6_report | 0.000168 | 0.000275 | 0.000183
5_1_grt | 0.000180 | 0.000301 | 0.000184
4_1_cts | 0.000166 | 0.000281 | 0.000183
[cells by family after synthesis]
| group | count (synthesis) | share of synthesized area |
|---|---|---|
| AND/OR/NAND/NOR | 176 | 0.342 |
| AND-OR/OR-AND | 100 | 0.248 |
| flip-flops | 32 | 0.230 |
| buffers and inverters | 31 | 0.0473 |
| XOR/XNOR | 29 | 0.0941 |
| multiplexers | 8 | 0.0297 |
| adder cells (fa/ha/maj) | 2 | 0.00900 |
Power and IR drop assume default switching activity.
